==> design/flow/config.mk <==
export PLATFORM = sky130hd
export DESIGN_NAME = consumer_submodule
export DESIGN_NICKNAME = consumer_submodule
export VERILOG_FILES = /design/flow/design.v
export SDC_FILE = /design/flow/constraint.sdc
export NUM_CORES = 4
export LEC_CHECK = 1
export CORE_UTILIZATION = 50
==> design/flow/constraint.sdc <==
current_design consumer_submodule

set clk_period 13.1
set clk_io_pct 0.2

create_clock -name clk0 -period $clk_period [get_ports {clk}]

set non_clock_inputs [all_inputs -no_clocks]
set_input_delay [expr $clk_period * $clk_io_pct] -clock clk0 $non_clock_inputs
set_output_delay [expr $clk_period * $clk_io_pct] -clock clk0 [all_outputs]
==> design/flow/design.v <==
`timescale 1ns/10ps
module consumer_submodule(source_addr,
                          packet_length,
                          time_of_flight,
                          valid,
                          indata,
                          in_sent_req,
                          in_new,
                          timer,
                          en,
                          rs,
                          clk);
parameter flit_size=1;
parameter floorplusone_log2_flit_size=1;
parameter phit_size=16;
parameter addr_length=8;
parameter addr_place_in_header=0;
output [(addr_length-1):0] source_addr;
output [15:0] packet_length;
output [31:0] time_of_flight;
output valid;
input [(phit_size-1):0] indata;
input in_sent_req,in_new;
input [127:0] timer;
input en,rs,clk;
wire phit_rec_valid;
wire [(flit_size*phit_size)-1:0] out_data_from_phit_rec;
reg [127:0] land_time;
reg [(addr_length-1):0] source_addr_reg;
reg [15:0] packet_length_reg;
reg [31:0] time_of_flight_reg;
defparam phit_rec.flit_size=flit_size;
defparam phit_rec.floorplusone_log2_flit_size=floorplusone_log2_flit_size;
defparam phit_rec.phit_size=phit_size;
phit_rec phit_rec(out_data_from_phit_rec,phit_rec_valid,indata,in_new,en,rs,clk);
assign source_addr= {addr_length{en}}&source_addr_reg;
assign packet_length= ({16{valid}}&(packet_length_reg+1));       
assign time_of_flight= ({32{(packet_length>1)&en}}&time_of_flight_reg) |
                    ({32{(packet_length==1)&en&~in_sent_req&phit_rec_valid}}&out_data_from_phit_rec);                     
assign valid= en & ~in_sent_req & in_new;
always@(posedge clk)
 begin
  if((en & ~in_sent_req & in_new) | rs)
   begin
    source_addr_reg=0;
    packet_length_reg=0;
    time_of_flight_reg=0;
    land_time=0;
   end
  else if(en & phit_rec_valid)
   begin
    if(packet_length_reg==0)
     begin
      source_addr_reg= 
                 out_data_from_phit_rec[((2*addr_length)+addr_place_in_header)-1:(addr_length+addr_place_in_header)];
      land_time=timer;
     end
    else if(packet_length_reg==1) time_of_flight_reg= (land_time-out_data_from_phit_rec);
    packet_length_reg= packet_length_reg+1;
   end
 end
endmodule
`timescale 1ns/10ps
module phit_rec(outdata,
                valid,
                indata,
                new,
                en,
                rs,
                clk);
 parameter flit_size=1;                 
 parameter floorplusone_log2_flit_size=1;
 parameter phit_size=16;                
 output [(flit_size*phit_size)-1:0] outdata;
 output valid;
 input [(phit_size-1):0] indata;
 input new,en,rs,clk;
 reg [(floorplusone_log2_flit_size-1):0] pointer;
 reg [(phit_size-1):0] tmp_outdata [(flit_size-2):0];
 reg [(floorplusone_log2_flit_size-1):0] j;
 genvar i;
 assign outdata[(flit_size*phit_size)-1:(flit_size-1)*phit_size]=indata;
 generate for (i=0;i<flit_size-1;i=i+1) begin:outdata_loop
   assign outdata[((i+1)*phit_size)-1:(i*phit_size)]=tmp_outdata[i];
  end
 endgenerate
 assign valid= en & new & (pointer==flit_size-1);
 always@(posedge clk)
  begin
    if(rs) 
     begin
      pointer=0;
      for(j=0;j<flit_size-1;j=j+1) tmp_outdata[j]=0;
     end
    else
     begin
      if(en&new)
       begin
        if(pointer<flit_size-1)
         begin
          tmp_outdata[pointer]=indata;
          pointer=pointer+1;
         end
        else if(pointer==flit_size-1)
         begin
          pointer=0;
         end
       end
     end
  end
endmodule
==> design/flow/run.sh <==
#!/bin/bash
# OpenROAD 26Q1-2900-gdf79404cd8, Yosys 0.63+post, stock flow scripts
make -C /OpenROAD-flow-scripts/flow DESIGN_CONFIG=/design/flow/config.mk WORK_HOME=/design/flow/orfs finish
==> results.py <==
# Metrics from the implementation run
metrics = {
    "placement": {
        "pre_cts_slack_ns": 4.41,
        "place_congestion": 0.986,
        "portBuffers": 109,
        "post-dp-hpwl_mm": 9.25,
        "place_area_um2": 6290,
    },
    "setup_path": {
        "crit_required_ns": 10.48,
        "r2r_cells": 8,
        "cp-end-kind": "output pin",
        "crit_path_start_kind": "input port",
        "r2r-start": "packet_length_reg[9]",
        "crit_fanout": 27,
        "critPathArrivalTime_ns": 6.14,
        "reg2reg_slack_ns": 10.14,
        "worstReg2RegEnd": "time_of_flight_reg[30]",
        "path_class": "in2out",
    },
    "outcome": {
        "status": "finished, final reports clean",
    },
    "cells_and_area": {
        "design_area_um2": 6460,
        "lay_top_cells": "nand2_1, clkdlybuf4s50_1, dfxtp_1, a21oi_1, nor2_1",
        "drive_above_1_share_pct": 3.98,
        "fillers": 851,
        "lay_top_count": "nand2_1",
        "syn2layout_area_growth_pct": 24.2,
    },
    "route": {
        "n_antenna_cell": 0,
        "vias_per_cell": 5.50,
        "via_count": 5012,
        "drtIter0Drc": 227,
        "ant_nets": 0,
        "wl_mm": 13.0,
        "wire_per_inst_um": 14.2,
        "drtPass1Iterations": 4,
        "route.detailed.drc": 0,
    },
    "grt": {
        "met1_usage_pct": 37.8,
        "grt_max_degree": 43,
        "grt_use_met2_pct": 38.1,
        "overflow": 0,
        "grt_use_total_pct": 24.7,
        "grt_pass1_wl_mm": 21.4,
        "grt_pass1_vias": 4478,
        "grtUsageMet3_pct": 4.59,
        "top_usage_layer": "met2",
        "antenna_found_initial": 0,
    },
    "final_timing": {
        "fin_tns_setup_ns": 0,
        "report.final.hold_viol_count": 0,
        "setup_viol": 0,
        "finalWorstSetupSlack_ns": 4.34,
        "slew_violations": 0,
        "finalClockSkew_ns": 0.0173,
        "max_freq_mhz": 114,
        "tightest_slew_ns": 0.760,
        "rsz0062_at_grt": "false",
        "maxSlewHeadroom_pct": 49.3,
        "finalClockPeriodUsage_pct": 66.9,
        "period_minus_slack_ns": 8.76,
    },
    "cts": {
        "ctsHtreeMaxLevel": 3,
        "cts.sinks": 88,
        "ctsResizeCount": 0,
        "cts_tree": "done",
        "cts_root_buf": "clkbuf_8",
        "cts_max_path_buffers": 2,
        "postCtsHoldBufs": 0,
        "clock_latency_ns": 0.36,
        "clk_pin_slew_ns": 0.09,
        "post_cts_buffers": 0,
        "cts_buffers": 9,
    },
    "die": {
        "chipArea_um2": 10800,
        "fp_util_pct": 52.5,
        "die_x_um": 104,
        "die_h_um": 104,
        "io_pins": 206,
        "rows": 36,
        "fp.coreArea_um2": 9910,
    },
    "synth": {
        "async_reset_ff_share_pct": 0,
        "synthCells": 698,
        "synth-edff-count": 0,
        "ys_warn_count": 2,
        "ys_area_um2": 5200,
        "ys_ff": 88,
        "ys_cells": 698,
        "yosysUniqueCellTypes": 54,
        "synth.cell_area_um2": 5200,
        "synth_area_per_cell_um2": 7.45,
        "ys.flop_type": "dfxtp_1",
        "synth_seq_share_pct": 33.9,
    },
    "power_and_ir_drop": {
        "leakagePower_nw": 2.37,
        "powerDensity_nw_per_um2": 86.2,
        "ir_drop_mv": 0.0562,
    },
    "job": {
        "warnings": 124,
        "maxCapViolCount": 0,
    },
    "min_path": {
        "whs_path_depth": 2,
        "min_from": "source_addr_reg[7]",
        "min_path_type": "reg2reg",
        "min_to": "source_addr_reg[7]",
    },
}
-- layout make-up --
type	instances	area [um^2]	share of cell area (%)
tap	133	166	2.58
inverter	23	86.3	1.34
timing repair buffer	115	1140	17.6
multi-input combinational	537	3140	48.6
clock inverter	6	45.0	0.697
sequential	88	1760	27.3
clock buffer	10	128	1.98
-- synth_stat cells, types with 3 or more instances --
library cell	n	share of area (%)
nand2_1	123	8.9
dfxtp_1	88	34
a21oi_1	75	7.2
nor2_1	63	4.5
xnor2_1	34	5.7
clkbuf_1	33	2.4
and2_1	30	3.6
o21ai_0	26	2.5
inv_1	23	1.7
nand3_1	20	1.9
ha_1	19	4.6
a211oi_1	17	2.5
a22o_1	16	2.7
nor3_1	15	1.4
xor2_1	15	2.5
buf_2	13	1.3
or3_1	12	1.4
and3_1	7	0.84
nand2b_1	6	0.72
nor2b_1	6	0.72
o21a_1	5	0.72
nand4_1	4	0.48
nor4_1	3	0.36
o31ai_1	3	0.43
or4_1	3	0.43
-- power breakdown --
group / switching, W / total, W / internal (W) / leakage, nW
sequential: 0.00000603 / 0.000280 / 0.000274 / 0.712
combinational: 0.0000539 / 0.000104 / 0.0000503 / 1.58
clock: 0.000103 / 0.000173 / 0.0000697 / 0.0789
-- per-stage QoR --
step	std cells	total power [W]	utilization (%)	hold slack (ns)
final	912	0.000557	65.2	0.452
after global routing	912	0.000585	65.2	0.473
after CTS	912	0.000561	65.2	0.452
after detailed placement	896	0.000389	63.5	0.440
after global placement	896	0.000388	63.5	0.437
after floorplan	698	0.000352	-	0.427
-- worst max-delay path by stage --
stage     cells past startpoint  slack, ns  start                  to
4_1_cts                      11       4.39     en  time_of_flight[14]
6_report                     11       4.34     en  time_of_flight[15]
5_1_grt                      11       4.10     en  time_of_flight[13]
-- critical path, stage by stage --
cell and delay (ns):
clkdlybuf4s50_1 0.59, and2_1 0.35, nand2b_1 0.48, inv_1 0.33
o41ai_1 0.11, a31oi_1 0.17, nor2_1 0.09, nand4b_1 0.31
buf_4 0.36, a22o_1 0.23, clkdlybuf4s50_1 0.48
-- cells by family (layout without fill, tap and decap cells) --
| group | Yosys count | after routing | synth area share (%) |
|---|---|---|---|
| XOR/XNOR | 49 | 49 | 8.25 |
| flip-flops | 88 | 88 | 33.9 |
| adder cells (fa/ha/maj) | 20 | 20 | 4.95 |
| AND/OR/NAND/NOR | 305 | 305 | 27.6 |
| buffers and inverters | 73 | 154 | 5.87 |
| multiplexers | 1 | 1 | 0.192 |
| AND-OR/OR-AND | 162 | 162 | 19.3 |
-- routing by layer --
layer	vias to the layer above	share of wire, %	wire length, um
li1	2529	-	-
met1	2318	48	6250
met2	152	45	5900
met3	13	5.0	651
met4	0	1.4	179
met5	-	0	0
No activity file was given, so power comes from the tool's default toggle rates.
